`flow/config.mk`:
```
export PLATFORM = sky130hd
export DESIGN_NAME = piso
export DESIGN_NICKNAME = piso
export VERILOG_FILES = /design/flow/design.v
export SDC_FILE = /design/flow/constraint.sdc
export NUM_CORES = 4
export LEC_CHECK = 1
export CORE_AREA = 10 10 70 70
export DIE_AREA = 0 0 80 80
```
`flow/constraint.sdc`:
```
current_design piso

set clk_period 1.0
set clk_io_pct 0.2

create_clock -name clk0 -period $clk_period [get_ports {clk}]

set non_clock_inputs [all_inputs -no_clocks]
set_input_delay [expr $clk_period * $clk_io_pct] -clock clk0 $non_clock_inputs
set_output_delay [expr $clk_period * $clk_io_pct] -clock clk0 [all_outputs]
```
`flow/run.sh`:
```
#!/bin/bash
# OpenROAD 26Q1-2900-gdf79404cd8, Yosys 0.63+post, stock flow scripts
make -C /OpenROAD-flow-scripts/flow DESIGN_CONFIG=/design/flow/config.mk WORK_HOME=/design/flow/orfs finish
```
`flow/design.v`:
```
module piso (
    input clk,
    input rst,
    input load,
    input [3:0] din,
    output reg dout
);
    reg [3:0] q;
    always @(posedge clk) begin
        if (rst) begin
            q <= 4'b0000;
            dout <= 1'b0;
        end
        else if (load) begin
            q <= din;
        end
        else begin
            dout <= q[3];       
            q <= q << 1;        
        end
    end
endmodule
```
==> ci_impl_report.md <==
## Implementation flow summary

| Metric | Value |
|---|---|
| Status | completed |
| First-pass GRT wire length | 655 µm |
| Setup TNS | 0 ns |
| Compound Share, Synth | 0% |
| Top delay family on crit path | buffers and inverters |
| Mapped Area | approximately 180 µm² |
| Dominant comb cell | multiplexers |
| Fraction of registers with async set/reset | 0% |
| Port buffer count | 7 |
| FMAX | around 1100 MHz |
| Full die area | ~6400 µm² |
| Maxcap violations | 0 |
| Clock Latency Late Sink | 0.23 ns |
| CP Max Fanout | 5 |
| CP max-delay cell | clkdlybuf4s50_1 |
| VDD IR max | between 0.0002 and 0.00025 V |
| Reg2reg start | dout |
| Routed len/inst | 6.11 µm |
| Post-synth seq share | between 50% and 60% |
| Xor/xnor share | 0% |
| Synth Area in Adders | 0% |
| Post-synth top area cell | dfxtp_1 |
| Tool warning count | 25 |
| Number of diodes | 0 |
| Vias in the first global route | between 100 and 150 |
| Period utilization | a little over nine tenths |
| Clock skew | approximately 0.0026 ns |
| CTS tree | yes |
| Area growth, synth to finish | 85.8% |
| Synth Area in Simple Gates | roughly 14% |
| Mux frac, synth | between 20% and 30% |
| Initial antenna violation count | 0 |
| Rel. slew slack | about 84% |
| CP Launch Point | load |
| Post-layout util | around a tenth |
| Total CTS buffers | 3 |
| Pwr dens | roughly 1500 nW/µm² |
| Hold Crit Class | flip-flop to flip-flop |
| Crit-path cells | clkdlybuf4s50_1, mux2i_1, nor2_1 |
| Clk pin slew, worst setup/hold paths | ~0.04 ns |
| Vias/cell | 1.88 |
| CTS Buffer Depth | 2 |
| Remaining antenna violation count | 0 |
| Setup CP Type | input pin to flip-flop |
| CP Buf/Inv Count | 1 |
| Fill cells | between 400 and 500 |
| Yosys reg bits | 5 |
| FF+latch area | a little over 100 µm² |
| Top-area cell share | approximately 57% |
| Yosys cell count | 15 |
| Number of synthesized flops with an enable pin | 0 |
| Required @ worst endpoint | around 1.1 ns |
| Syn avg cell area | between 10 and 15 µm² |
| Slowest stage delay, CP | between 0.5 and 0.6 ns |
| Setup crit end kind | flip-flop |
| Core area | approximately 3400 µm² |
| Final setup fails | 0 |
| Top cells by area | dfxtp_1 57%, mux2i_1 23%, nor2_1 8.5% |
| Yosys top cell by instances | dfxtp_1 |
| Layout cells sized above 1 | roughly 23% |
| Synth warn | 1 |
| Yosys chip area | approximately 180 µm² |
| Final Max Slew Viols | 0 |
| Synth cell types | 5 |
| Largest net degree at the start of global routing | 6 |
| CP arrival | between 1 and 1.5 ns |
| GRT Total Usage | 1.41% |
| Ports | 8 |
| Multi-input gate area | roughly 65 µm² |
| # clock sinks | 5 |
| # DRC | 0 |
| Post-synthesis cell count | 15 |
| Startpoint types | input pin |
| Gp weighted congestion | roughly 0.72 |
| Setup bufs post-CTS | 0 |
| Dpl ws | -0.195 ns |
| Post-synth top cells | 5 x dfxtp_1, 4 x mux2i_1, 4 x nor2_1 |
| Drt total wl | roughly 440 µm |
| LEAKAGE | around 0.00013 µW |
| Vias | approximately 140 |
| Setup ws final | approximately 0.057 ns |
| Hold Startpoint | q[0] |
| Clk root buf | clkbuf_4 |
| Num rows | 21 |
| DRT Pass-1 Iters | 1 |
| Routing usage on met3 | between 1 and 1.5% |
| Final Hold Vio Count | 0 |
| Worst Max-Slew Pin Slew | between 0.2 and 0.25 ns |
| RSZ-0062 raised after global routing | false |
| GR peak layer | met2 |
| Gr ovfl total | 0 |
| Final min period | between 0.9 and 1 ns |
| CTS H-Tree Depth | 1 |
| Fp_density | between 5 and 6% |
| Most used DFF post-synth | dfxtp_1 |
| Die W | about 80 µm |
| 1st-iter DRT viols | 0 |
| Met1 Track Usage GR | less than 1% |
| Die H | roughly 80 µm |
| Met2 Usage GRT | between 2 and 3% |
==> worst register-to-register path: cells and delay by family, from the launching register on <==
family / cells / cell delay, ns
and+or+nand+nor: 1 / 0.05
muxes: 1 / 0.12
DFF: 1 / 0.31
==> kinds of logic (layout without fill, tap and decap cells) <==
| logic type | Yosys count | count (layout) |
|---|---|---|
| multiplexers | 4 | 4 |
| flip-flops | 5 | 5 |
| buffers and inverters | 1 | 12 |
| AND/OR/NAND/NOR | 5 | 5 |
==> power breakdown <==
part           leakage [µW]  switching (µW)  internal [µW]
logic             0.0000700            14.3           34.5
clock network     0.0000150            72.0            150
registers         0.0000416            2.39            210
==> metrics by stage <==
stage	hold WS, ns	area, µm²	instances	total power, µW
global placement	0.454	300	68	265
detailed placement	0.460	300	68	266
global route	0.493	328	72	513
finish	0.461	328	72	484
floorplan	0.272	176	15	236
CTS	0.467	327	72	500
==> metal layers <==
| layer | vias up | share of wire [%] | wire [µm] |
|---|---|---|---|
| met2 | 1 | 62 | 271 |
| met1 | 60 | 27 | 119 |
| met3 | 2 | 7.0 | 31 |
| li1 | 72 | - | - |
| met5 | - | 0 | 0 |
| met4 | 0 | 3.9 | 17 |
==> sequential cells by signal, summed over array words and instances (netlist names) <==
register / cells
dout: 1
q: 4
==> what timing repair did <==
action	CTS	global route
setup endpoints to repair	1	1
hold buffers	0	0
hold endpoints to repair	0	0
resized	2	1
==> cell usage in the layout (no fill, tap or decap), drive strengths merged <==
cell type	instances
and3b	1
buf	1
clkbuf	4
clkdlybuf4s15	1
clkdlybuf4s50	6
dfxtp	5
mux2i	4
nor2	4
==> area by class of cell <==
type | count | share of cell area (%)
flip-flops and latches | 5 | 30.9
repair buffers | 8 | 23.7
clock buffers | 4 | 8.02
multi-input cells | 9 | 19.8
well taps | 46 | 17.6
==> final timing paths <==
path / endpoint / slack (ns) / cells after the start
worst max-delay path: q[3] / 0.06 / 3
worst min-delay path: q[1] / 0.46 / 2
worst max register to register: dout / 0.41 / 2
worst min register to register: q[1] / 0.46 / 2
Power figures rest on the tool's default switching activity, not on a simulated workload.
