**run.sh**
```bash
#!/bin/bash
# OpenROAD 26Q1-2900-gdf79404cd8, Yosys 0.63+post, stock flow scripts
make -C /OpenROAD-flow-scripts/flow DESIGN_CONFIG=/design/flow/config.mk WORK_HOME=/design/flow/orfs finish
```
**config.mk**
```make
export PLATFORM = sky130hd
export DESIGN_NAME = router_fifo
export DESIGN_NICKNAME = router_fifo
export VERILOG_FILES = /design/flow/design.v
export SDC_FILE = /design/flow/constraint.sdc
export NUM_CORES = 4
export LEC_CHECK = 1
export CORE_UTILIZATION = 50
```
**constraint.sdc**
```tcl
current_design router_fifo

set clk_period 7.0
set clk_io_pct 0.2

create_clock -name clk0 -period $clk_period [get_ports {clk}]

set non_clock_inputs [all_inputs -no_clocks]
set_input_delay [expr $clk_period * $clk_io_pct] -clock clk0 $non_clock_inputs
set_output_delay [expr $clk_period * $clk_io_pct] -clock clk0 [all_outputs]
```
**design.v**
```verilog
module router_fifo(clk,rstn,din,rd_enb,wr_enb,d_out,lfd_state,sft_rst,full,empty);
parameter width=9,depth=16; 
input [width-2:0]din;
input lfd_state;
input clk,rstn,rd_enb,sft_rst,wr_enb;
output reg [width-2:0]d_out;
output full,empty;
reg [4:0]wr_pntr,rd_pntr;
reg [6:0]count;
reg [width-1:0]mem[depth-1:0];
integer i;
reg temp;
assign full=((wr_pntr[4]!=rd_pntr[4])&&(wr_pntr[3:0]==rd_pntr[3:0]));
assign empty=(wr_pntr==rd_pntr);
always@(posedge clk)
begin
if(!rstn)
begin
temp<=0;
end
else
temp<=lfd_state;
end
always@(posedge clk)
begin
if(!rstn)
begin
for(i=0;i<16;i=i+1)
mem[i]<=0;
wr_pntr<=0;
end
else if(sft_rst)
begin
for(i=0;i<16;i=i+1)
mem[i]<=0;
wr_pntr<=0;
end
else if(wr_enb&&!full)
begin
{mem[wr_pntr[3:0]][8],mem[wr_pntr[3:0]][7:0]}<={temp,din};
wr_pntr<=wr_pntr+1'b1;
end
end
always@(posedge clk)
begin
if(!rstn)
begin
d_out<=0;
rd_pntr<=0;
end
else if(sft_rst)
begin
d_out<=8'bz;
end
else if(count==0)
begin
d_out<=8'bz;
end
else if(rd_enb&&!empty)
begin
d_out<=mem[rd_pntr[3:0]][7:0];
rd_pntr<=rd_pntr+1'b1;
end
else
d_out<=8'bz;
end
always@(posedge clk)
begin
if(!rstn)
count<=0;
else if(sft_rst)
count<=0;
else if(mem[rd_pntr[3:0]][8]==1)
begin
count<=mem[rd_pntr[3:0]][7:2]+1'b1;
end
else if(rd_enb&&!empty)
count<=count-1'b1;
else
count<=count;
end
endmodule
```
==> git commit body <==
Refresh implementation metrics

* Iteration-0 DRC count of the detailed router: ~310
* Total via count in the routed design: 4441
- In the floorplan report the effective utilization is 51.0%.
* Setup violations, final: 0
* Via-to-Cell Ratio: 5.45
- The synthesis log from Yosys contains 4 warnings.
- Setup repair after global routing left no endpoint under its margin.
- The launch point of the worst register-to-register path is recorded as wr_pntr[2].
* Slowest cell on crit path: sky130_fd_sc_hd__clkdlybuf4s50_1
- The buffer_ports step reported a buffer count of 23.
- Number of antenna violations at the first check in global routing: 0
* Growth of design area from synthesis to finish: 11.9%
* Sum of buffers and inverters on the critical path: 2
- FP Rows: 46
* Utilization of the core after routing: 57.1%
* Final period util: 55.4%
* Remaining max-slew budget at the tightest pin: 44.8%
- The worst setup path is of the in -> reg kind.
- First-pass GRT wire length: 27600 µm
- The count of nets left with antenna violations once routing finished came out at 0.
- Via count of the first global-routing pass: 4620
- Worst R2R Path Depth: 6
* Status: finished clean
* Data required time at the worst endpoint: 7.07 ns
- Leakage dissipation: around 3.3 nW
- Share of the yosys chip area belonging to registers: 61.2%
* Dominant Register Cell: sky130_fd_sc_hd__edfxtp_1
- In this run the worst path has a maximum fanout of 23.
* Type of the tightest min-delay check: reg -> reg
- Per the detail_route report, inserted antenna diodes total 0.
- Residual DRC count: 0
* Final hold violation count: 0
- Count of pins on the block boundary: 24
- Counting flops and latches in the post-synthesis netlist gives 174.
* Total Wirelength: ~18000 µm
* Crit Reg-Reg Endpoint: mem[3][2]
- Final Max Tran Viols: 0
- Counting only logic cells after layout, the most numerous master is sky130_fd_sc_hd__and2_1.
* Placeable core area: roughly 16000 µm²
- The tree built by TritonCTS fans out to 174 sinks.
- The root buffer cell chosen for the clock tree is sky130_fd_sc_hd__clkbuf_16.
- Endpoint class of the critical path: flip-flop
- Max cap viols: 0
- Timing-limited maximum frequency: 258 MHz
- Data arrival time of the critical path: 3.95 ns
- Buffers inserted during post-CTS setup optimization: 0
- The post-route netlist has 14.0% of its cells at a drive strength greater than 1.
* Register clock-pin slew on the reported worst setup and hold paths: about 0.060 ns
- Yosys stat counts 557 cells in the synthesized netlist.
* Number of levels in the clock H-tree: 4
- Worst Max-Slew Pin Slew: 0.825 ns
- The die covers 16600 µm².
- For this design the ratio of total power to cell area is 237 nW/µm².
- Overall die width: between 100 and 150 µm
* Number of CTS-inserted buffers: 17
- Worst hold start: rd_pntr[1]
- Summed over all failing endpoints, the final setup total negative slack is 0 ns.
* Post-route non-filler standard cell count: 815
- Kind of cell adding the most delay to the critical path: simple AND/OR/NAND/NOR gates
* Startpoint Class: input port
* Syn avg cell area: 14.4 µm²
* Maximum number of pins on one net before global-route repair: 38
* Hold-fix buffer count after cts: 0
* Instance tally after logic synthesis: 557
- Per the skew report, the later register of the worst-skew pair sees a clock latency of between 0.4 and 0.5 ns.
- Global Route Usage Sum: 26.0%
- Shortest clock period the worst path allows after layout: 3.88 ns
- The synthesized netlist has a Yosys-reported chip area of between 8000 and 9000 µm².
- Summing every instance area after synthesis gives 8050 µm².
* Worst-case clock skew: 0.00759 ns
* Proportion of synthesized flip-flops having asynchronous set or reset: 0%
- Top Layout Cells: sky130_fd_sc_hd__and2_1 (156), sky130_fd_sc_hd__edfxtp_1 (144), sky130_fd_sc_hd__mux4_2 (31), sky130_fd_sc_hd__nor2_1 (29), sky130_fd_sc_hd__dfxtp_1 (29)
- Tool warnings: 28
- Including well taps, the total number of placed cells is 783.
- The clock passes through at most 2 buffers.
* Iteration count of the initial detailed-routing pass: 5
- Wire length per cell after detailed routing: about 22 µm
- Cell variety after synth: 47
* Peak supply drop: between 0.00015 and 0.0002 V
- Counting flops with a built-in enable in the synthesized netlist gives approximately 140.
* Global-route congestion overflow total: 0
- Stage delay of the slowest cell on the critical path: 0.75 ns
* Worst hold stages: 2
- Global placement routability congestion: 0.879
- In this run, post-CTS repair resized a total of 0 instances.
* Post-layout power: 0.00213 W
- Worst setup slack for register-to-register paths: 3.85 ns
- For hold timing, the worst endpoint is rd_pntr[1].
- Detailed placer's ending HPWL: ~12000 µm
* CTS tree: done
- Chip height: 129 µm
- Cell breakdown of the critical path: clkdlybuf4s50_1, nor2b_1, buf_4, nand3_1, nor3_1, nand2b_1
registers in the layout, indices dropped and copies added (netlist names), named ones only:
signal   count
temp         1
mem        144
rd_pntr      5
wr_pntr      5
d_out        8
count        7
cell families (layout without fill, tap and decap cells):
family,count (synthesis),after routing,synth area share [%]
AND-OR/OR-AND,38,38,3.41
XOR/XNOR,22,22,2.40
adder cells (fa/ha/maj),7,7,1.09
buffers and inverters,37,79,2.63
flip-flops,174,174,61.2
multiplexers,54,54,12.8
AND/OR/NAND/NOR,225,225,16.5
how the worst max path moves through the flow:
stage     startpoint         to  slack, ns  depth (start not counted)
6_report        rstn  mem[3][2]       3.12                          6
4_1_cts         rstn  mem[3][2]       3.17                          6
5_1_grt         rstn  mem[2][4]       2.87                          6
stage by stage:
step                hold WS, ns  cell area (µm²)  setup slack [ns]
finish                    0.604             9000              3.12
global route              0.618             9000              2.87
CTS                       0.606             9000              3.17
detailed placement        0.586             8480              2.73
global placement          0.569             8480              2.87
floorplan                 0.538             8050              4.01
worst register-to-register path, stage by stage, from the launching register on:
cell	delay, ns
sky130_fd_sc_hd__dfxtp_1	0.62
sky130_fd_sc_hd__xnor2_1	0.16
sky130_fd_sc_hd__nand4_2	0.23
sky130_fd_sc_hd__o21a_1	0.42
sky130_fd_sc_hd__nand3_1	0.30
sky130_fd_sc_hd__nor3_1	0.63
sky130_fd_sc_hd__nand2b_1	0.45
per-layer routing:
layer / GRT usage, % / wire (µm) / up-vias
met5: 0 / 0 / -
met4: 3.81 / 276 / 0
met3: 10.9 / 1660 / 16
met2: 41.3 / 9060 / 152
met1: 37.6 / 7070 / 2178
li1: - / - / 2095
synth_stat cells, drive strengths merged, types with 8 or more instances:
cell | instances | area share [%]
mux4 | 37 | 11
edfxtp | 144 | 54
xnor2 | 14 | 1.5
dfxtp | 30 | 7.5
xor2 | 8 | 0.87
o21ai | 15 | 0.93
mux2i | 17 | 2.2
buf | 15 | 1.6
nor2 | 29 | 1.4
clkbuf | 12 | 0.56
inv | 9 | 0.42
and2 | 156 | 12
power breakdown:
part           leakage [nW]  switching, W  internal [W]
Combinational          1.21     0.0000728     0.0000506
Clock                 0.248      0.000385      0.000452
Sequential             1.85     0.0000153       0.00116
Total                  3.30      0.000473       0.00166
cell type report:
class                           instances  area (µm²)
Clock inverter                         14        96.3
Fill cell                            1242        6770
Multi-Input combinational cell        346        2910
Timing Repair Buffer                   37         335
Sequential cell                       174        4930
Tap cell                              216         270
Inverter                               10        37.5
Clock buffer                           18         429
Power is estimated from default activity; no workload was simulated.
